==> design/flow/design.v <==
`timescale 1ns / 1ps
module CP0(
   clk,rst,A,Din,PC,ExcCode,HWInt,We,BD,EXLSet,EXLClr,
	IntReq,EPC,Dout
	);
	input[31:0]Din;
	input[31:2]PC;
	input[5:0]HWInt;
	input[6:2]ExcCode;
	input[4:0]A;
	input clk,rst,We,BD,EXLSet,EXLClr;
	output[31:0]Dout;
	output[31:2]EPC;
	output IntReq;
	reg[31:0] regs[31:0];
	integer i;
	initial begin
		for(i=0;i<32;i=i+1) regs[i]<=0;
		regs[15]<=335941968;
		regs[14]<=32'h3000;
	end
	assign Dout = regs[A];
	assign EPC = regs[14][31:2];
	assign IntReq = ((regs[12][1:0]==2'b01)&&
						 ((HWInt[5]==1&&regs[12][15]==1)||
						 (HWInt[4]==1&&regs[12][14]==1)||
						 (HWInt[3]==1&&regs[12][13]==1)||
						 (HWInt[2]==1&&regs[12][12]==1)||
						 (HWInt[1]==1&&regs[12][11]==1)||
						 (HWInt[0]==1&&regs[12][10]==1)))||
						 ExcCode!=0;
	always @(posedge clk or posedge rst)begin
		if(rst) begin
			for(i=0;i<32;i=i+1) regs[i]<=0;
			regs[15]<=32'h14061150;
			regs[12][15:10]<=6'b111111;
			regs[12][1:0]<=2'b01;
		end
		else begin
			if(We)
				case(A)
					5'd12 : regs[12] <= {16'b0,Din[15:10],8'b0,Din[1:0]};
					5'd14 : regs[14] <= Din;
				endcase
			if(IntReq) begin
				regs[14] <= {PC,2'b0};
				regs[13][31] <= BD;
				regs[13][15:10] <= HWInt;
				regs[13][6:2] <= ExcCode;
			end
			if(EXLSet) regs[12][1] <= 1'b1;
			if(EXLClr) regs[12][1] <= 1'b0;
		end
	end
endmodule
==> design/flow/run.sh <==
#!/bin/bash
# OpenROAD 26Q1-2900-gdf79404cd8, Yosys 0.63+post, stock flow scripts
make -C /OpenROAD-flow-scripts/flow DESIGN_CONFIG=/design/flow/config.mk WORK_HOME=/design/flow/orfs finish
==> design/flow/config.mk <==
export PLATFORM = sky130hd
export DESIGN_NAME = CP0
export DESIGN_NICKNAME = CP0
export VERILOG_FILES = /design/flow/design.v
export SDC_FILE = /design/flow/constraint.sdc
export NUM_CORES = 4
export LEC_CHECK = 1
export CORE_UTILIZATION = 30
==> design/flow/constraint.sdc <==
current_design CP0

set clk_period 8.3
set clk_io_pct 0.2

create_clock -name clk0 -period $clk_period [get_ports {clk}]

set non_clock_inputs [all_inputs -no_clocks]
set_input_delay [expr $clk_period * $clk_io_pct] -clock clk0 $non_clock_inputs
set_output_delay [expr $clk_period * $clk_io_pct] -clock clk0 [all_outputs]
==> impl_metrics.csv <==
group,metric,value,unit
floorplan,die_h,104,um
timing,min_period,5.62,ns
critical_path,cp_num_buf_inv,4,
synth,ys_chip_area,0.00311,mm2
critical_path,crit_cells,7,
route,antenna_cells,0,
clocking,cts_buffers,5,
synth,synth_seq_share,0.421,
layout,final_cell_mix,"clkdlybuf4s50_1 (146), dfrtp_1 (45), mux2_2 (43)",
synth,yosys_register_bits,52,
pwr,intPower,452,uW
timing,fin_tns_setup,0,ns
floorplan,fp-row-count,36,
layout,lay_top_count,"clkdlybuf4s50_1",
placement,gp_congestion,0.791,
clocking,cts-resized-gates,0,
pwr,comb_power_share,0.197,
pwr,pwr-share-seq,0.503,
critical_path,cp_slowest_cell,"buf_4",
critical_path,cp.required,6.64,ns
timing,rsz0062_at_grt,"false",
placement,port_buffers,146,
timing,maxSlewHeadroom,0.511,
clocking,cts_tree,"built",
route,vias_per_cell,4.52,
floorplan,coreArea,0.00991,mm2
floorplan,ios,147,
synth,synth-edff-count,0,
route,routed_wl,7710,um
layout,largest_reg_flops,52,
grt,track_usage,0.146,
critical_path,cp_max_fo,42,
timing,maxSlewViolCount,0,
timing,post-route-period-util,0.677,
route,postRouteAntennaNets,0,
pwr,cellPowerDensity,127,mW/mm2
layout,n_fill_cell,917,
synth,async_flop_share,1.00,
layout,layout-drive-gt1-share,0.281,
critical_path,critical_path_class,"primary input to primary output",
critical_path,path_common_cell,"clkdlybuf4s50_1",
pwr,p_leak,1.89,nW
clocking,cts_setup_buffers,0,
synth,yosysWarnings,2,
layout,syn_to_final_growth,46.4,%
clocking,clockBufferDepth,2,
clocking,cts_root_buf,"clkbuf_8",
grt,grt_pass1_wl,12200,um
synth,syn_area_per_cell,12.7,um2
grt,antenna_found_initial,0,
synth,ys_cells,246,
placement,detailed_place_hpwl,5570,um
min_path,hold_path_depth,1,
critical_path,endpoint_kind,"primary output",
grt,grt_pass1_vias,2202,
outcome,status,"finished clean",
clocking,cts_max_level,2,
route,wl_per_cell,15.5,um
pwr,p_sw,126,uW
timing,skew,0.00890,ns
synth,ff_type,"dfrtp_1",
synth,topCellsByArea,"dfrtp_1 (36%), mux2_2 (16%), mux2_4 (15%), buf_4 (7.2%), dfstp_2 (5.9%)",
critical_path,crit_family,"buffers and inverters",
synth,syn-cell-area,0.00311,mm2
run,openroad.warnings,25,
synth,top_area_frac,0.362,
layout,logic_area,0.00146,mm2
critical_path,arrival,3.96,ns
synth,yosys.area.top_type,"dfrtp_1",
critical_path,cp_cell_sequence,"clkdlybuf4s50_1 -> or4_1 -> nor2_1 -> o21a_2 -> buf_4 -> inv_4 -> clkdlybuf4s50_1",
pwr,swShare,0.218,
route,first_pass_iters,4,
run,drv_cap,0,
timing,fmax,0.178,GHz
timing,hold_ws,0.493,ns
critical_path,max_stage_delay,0.59,ns
floorplan,initCoreUtil,0.314,
layout,seqCellArea,0.00131,mm2
floorplan,dieArea,0.0108,mm2
timing,finalSetupViolations,0,
floorplan,die_w,104,um
clocking,holdBufCountCts,0,
timing,finalHoldViolations,0,
layout,reg_top3,"regs x52",
route,drc,0,
critical_path,ff2ff_path_depth,5,
min_path,min_path_type,"flip-flop to flip-flop",
clocking,path_clk_slew,0.10,ns
timing,tightest_slew,0.734,ns
clocking,cts.sinks,52,
synth,synth.distinct_cells,31,
synth,syn_inst,246,
clocking,clk_latency,0.30,ns
route,drt_iter0_markers,31,
pwr,vdd_drop_max,0.0000637,V
grt,grt_max_degree,53,
critical_path,startpoint_type,"primary input",
route,vias,2242,
grt,grt-ovfl-total,0,
layout,largest_register,"regs",
pwr,clockPowerShare,0.300,
cell type report:
cell class / instances / area share
multi-input combinational: 148 / 0.319
timing repair buffer: 152 / 0.330
inverter: 3 / 0.00302
clock inverter: 2 / 0.00768
sequential: 52 / 0.287
clock buffer: 6 / 0.0159
tap: 133 / 0.0365
cell usage after synthesis, types with 2 or more instances:
master,instances
dfrtp_1,45
a22oi_1,8
buf_4,30
nand2b_1,2
clkbuf_1,5
buf_12,4
or4_1,2
and2_1,13
inv_1,2
mux2_2,43
a221o_1,2
nor2_1,6
dfstp_2,7
nor3_1,3
buf_2,3
a21oi_1,3
mux2i_1,2
a21o_1,9
mux2_4,31
a22o_1,6
nand2_1,10
logic make-up after synthesis:
group / synth area share
mux: 0.311
flops: 0.421
buf+inv: 0.117
simple gates: 0.0743
compound gates: 0.0767
through the flow:
step | instances | util | setup WS (ns) | total power [mW] | area (um2)
2_1_floorplan | 246 | - | 4.06 | 0.348 | 3110
3_3_place_gp | 488 | 0.449 | 2.67 | 0.411 | 4450
3_5_place_dp | 488 | 0.449 | 2.66 | 0.411 | 4450
4_1_cts | 496 | 0.460 | 2.65 | 0.588 | 4560
5_1_grt | 496 | 0.460 | 2.58 | 0.611 | 4560
6_report | 496 | 0.460 | 2.68 | 0.578 | 4560
final timing paths:
check                                    startpoint                        to  slack [ns]
min in group asynchronous                       rst  regs[14][25]$_DFFE_PP0P_        1.86
max reg2reg                regs[12][12]$_DFFE_PP1P_  regs[13][14]$_DFFE_PP0N_        6.27
min                         regs[13][3]$_DFFE_PP0N_   regs[13][3]$_DFFE_PP0N_        0.49
min reg2reg                 regs[13][3]$_DFFE_PP0N_   regs[13][3]$_DFFE_PP0N_        0.49
max                                      ExcCode[6]                    IntReq        2.68
max in group asynchronous                       rst   regs[14][1]$_DFFE_PP0P_        5.99
layer usage:
layer | share of wire | up-vias | GRT usage
li1 | - | 1074 | -
met1 | 0.46 | 1068 | 0.218
met5 | 0 | - | 0
met4 | 0.0087 | 0 | 0.0112
met3 | 0.074 | 6 | 0.0325
met2 | 0.46 | 94 | 0.231
power by group through the flow:
stage     clock (mW)  sequential, mW  combinational, mW
4_1_cts        0.182           0.291              0.116
5_1_grt        0.194           0.294              0.123
6_report       0.173           0.290              0.114
worst register-to-register path, stage by stage (launching register included):
cell     delay (ns)
dfstp_2        0.39
a22oi_1        0.18
and3_1         0.21
o21a_2         0.14
buf_4          0.59
mux2_2         0.43
Power and IR drop assume default switching activity.
