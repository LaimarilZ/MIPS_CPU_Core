<file path="./run.sh">
#!/bin/bash
# OpenROAD 26Q1-2900-gdf79404cd8, Yosys 0.63+post, stock flow scripts
make -C /OpenROAD-flow-scripts/flow DESIGN_CONFIG=/design/flow/config.mk WORK_HOME=/design/flow/orfs finish
</file>
<file path="./config.mk">
export PLATFORM = sky130hd
export DESIGN_NAME = ID_EX
export DESIGN_NICKNAME = ID_EX
export VERILOG_FILES = /design/flow/design.v
export SDC_FILE = /design/flow/constraint.sdc
export NUM_CORES = 4
export LEC_CHECK = 1
export CORE_AREA = 10 10 248 248
export DIE_AREA = 0 0 258 258
</file>
<file path="./constraint.sdc">
current_design ID_EX

set clk_period 1.0
set clk_io_pct 0.2

create_clock -name clk0 -period $clk_period [get_ports {clk}]

set non_clock_inputs [all_inputs -no_clocks]
set_input_delay [expr $clk_period * $clk_io_pct] -clock clk0 $non_clock_inputs
set_output_delay [expr $clk_period * $clk_io_pct] -clock clk0 [all_outputs]
</file>
<file path="./design.v">
`timescale 1ns / 1ps
module ID_EX(
	ALU_Op_in,DataEXT_Op_in,SFT_Op_in,MULDIV_Op_in,BE_Op_in,
	lui_in,Link_in,HiLo_in,Shift_in,MFHL_in,MTHL_in,Start_in,Store_in,Load_in,WriteReg_in,
	BZ_in,B2_in,Itype_in,Rtype_in,SUV_in,
	WriteAtE_in,WriteAtM_in,WriteAtW_in,
	eret_in,mfc0_in,mtc0_in,BD_in,
	RD1_in,RD2_in,RA1_in,RA2_in,RA3_in,Waddr_in,Wdata_in,imm_in,s_in,
	PC_in,ExcCode_in,
	CP0_Wdata_in,CP0_RD_in,
	ALU_Op_out,DataEXT_Op_out,SFT_Op_out,MULDIV_Op_out,BE_Op_out,
	lui_out,Link_out,HiLo_out,Shift_out,MFHL_out,MTHL_out,Start_out,Store_out,Load_out,WriteReg_out,
	BZ_out,B2_out,Itype_out,Rtype_out,SUV_out,
	WriteAtE_out,WriteAtM_out,WriteAtW_out,
	eret_out,mfc0_out,mtc0_out,BD_out,
	RD1_out,RD2_out,RA1_out,RA2_out,RA3_out,Waddr_out,Wdata_out,imm_out,s_out,
	PC_out,ExcCode_out,
	CP0_Wdata_out,CP0_RD_out,
	clk,flush
   );
	input clk,flush;
	input[31:0]RD1_in,RD2_in,Wdata_in,imm_in,CP0_Wdata_in,CP0_RD_in;
	input[31:2]PC_in;
	input[6:2]ExcCode_in;
	input[4:0]RA1_in,RA2_in,RA3_in,Waddr_in,s_in;
	input[3:0]ALU_Op_in;
	input[2:0]DataEXT_Op_in;
	input[1:0]SFT_Op_in,MULDIV_Op_in,BE_Op_in;
	input lui_in,Link_in,HiLo_in,Shift_in,MFHL_in,MTHL_in,Start_in,Store_in,Load_in,WriteReg_in,
			BZ_in,B2_in,Itype_in,Rtype_in,SUV_in,
			WriteAtE_in,WriteAtM_in,WriteAtW_in,
			eret_in,mfc0_in,mtc0_in,BD_in;
	output reg[31:0]RD1_out,RD2_out,Wdata_out,imm_out,CP0_Wdata_out,CP0_RD_out;
	output reg[31:2]PC_out;
	output reg[6:2]ExcCode_out;
	output reg[4:0]RA1_out,RA2_out,RA3_out,Waddr_out,s_out;
	output reg[3:0]ALU_Op_out;
	output reg[2:0]DataEXT_Op_out;
	output reg[1:0]SFT_Op_out,MULDIV_Op_out,BE_Op_out;
	output reg lui_out,Link_out,HiLo_out,Shift_out,MFHL_out,MTHL_out,Start_out,Store_out,Load_out,WriteReg_out,
				  BZ_out,B2_out,Itype_out,Rtype_out,SUV_out,
				  WriteAtE_out,WriteAtM_out,WriteAtW_out,
				  eret_out,mfc0_out,mtc0_out,BD_out;
	initial begin
		ALU_Op_out <= 0;
		DataEXT_Op_out <= 0;
		SFT_Op_out <= 0;
		MULDIV_Op_out <= 0;
		BE_Op_out <= 0;
		lui_out <= 0;
		Link_out <= 0;
		HiLo_out <= 0;
		Shift_out <= 0;
		MFHL_out <= 0;
		MTHL_out <= 0;
		Start_out <= 0;
		Store_out <= 0;
		Load_out <= 0;
		WriteReg_out <= 0;
		BZ_out <= 0;
		B2_out <= 0;
		Itype_out <= 0;
		Rtype_out <= 0;
		SUV_out <= 0;
		WriteAtE_out <= 0;
		WriteAtM_out <= 0;
		WriteAtW_out <= 0;
		RD1_out <= 0;
		RD2_out <= 0;
		RA1_out <= 0;
		RA2_out <= 0;
		RA3_out <= 0;
		Waddr_out <= 0;
		Wdata_out <= 0;
		imm_out <= 0;
		s_out <= 0;
		PC_out <= 32'hc00;
		ExcCode_out <= 0;
		eret_out <= 0;
		mfc0_out <= 0;
		mtc0_out <= 0;
		CP0_Wdata_out <= 0;
		CP0_RD_out <= 0;
		BD_out <= 0;
	end
	always @(posedge clk)begin
		if(flush)begin
			ALU_Op_out <= 0;
			DataEXT_Op_out <= 0;
			SFT_Op_out <= 0;
			MULDIV_Op_out <= 0;
			BE_Op_out <= 0;
			lui_out <= 0;
			Link_out <= 0;
			HiLo_out <= 0;
			Shift_out <= 0;
			MFHL_out <= 0;
			MTHL_out <= 0;
			Start_out <= 0;
			Store_out <= 0;
			Load_out <= 0;
			WriteReg_out <= 0;
			BZ_out <= 0;
			B2_out <= 0;
			Itype_out <= 0;
			Rtype_out <= 0;
			SUV_out <= 0;
			WriteAtE_out <= 0;
			WriteAtM_out <= 0;
			WriteAtW_out <= 0;
			RD1_out <= 0;
			RD2_out <= 0;
			RA1_out <= 0;
			RA2_out <= 0;
			RA3_out <= 0;
			Waddr_out <= 0;
			Wdata_out <= 0;
			imm_out <= 0;
			s_out <= 0;
			PC_out <= 32'hc00;
			ExcCode_out <= 0;
			eret_out <= 0;
			mfc0_out <= 0;
			mtc0_out <= 0;
			CP0_Wdata_out <= 0;
			CP0_RD_out <= 0;
			BD_out <= 0;
		end
		else begin
			ALU_Op_out <= ALU_Op_in;
			DataEXT_Op_out <= DataEXT_Op_in;
			SFT_Op_out <= SFT_Op_in;
			MULDIV_Op_out <= MULDIV_Op_in;
			BE_Op_out <= BE_Op_in;
			lui_out <= lui_in;
			Link_out <= Link_in;
			HiLo_out <= HiLo_in;
			Shift_out <= Shift_in;
			MFHL_out <= MFHL_in;
			MTHL_out <= MTHL_in;
			Start_out <= Start_in;
			Store_out <= Store_in;
			Load_out <= Load_in;
			WriteReg_out <= WriteReg_in;
			BZ_out <= BZ_in;
			B2_out <= B2_in;
			Itype_out <= Itype_in;
			Rtype_out <= Rtype_in;
			SUV_out <= SUV_in;
			WriteAtE_out <= WriteAtE_in;
			WriteAtM_out <= WriteAtM_in;
			WriteAtW_out <= WriteAtW_in;
			RD1_out <= RD1_in;
			RD2_out <= RD2_in;
			RA1_out <= RA1_in;
			RA2_out <= RA2_in;
			RA3_out <= RA3_in;
			Waddr_out <= Waddr_in;
			Wdata_out <= Wdata_in;
			imm_out <= imm_in;
			s_out <= s_in;
			PC_out <= PC_in;
			ExcCode_out <= ExcCode_in;
			eret_out <= eret_in;
			mfc0_out <= mfc0_in;
			mtc0_out <= mtc0_in;
			CP0_Wdata_out <= CP0_Wdata_in;
			CP0_RD_out <= CP0_RD_in;
			BD_out <= BD_in;
		end
	end
endmodule
</file>
==> results.yml <==
# synthesis and place-and-route metrics
power_and_ir_drop:
  vdd_drop_max_mv: 1.184
  power.leakage_nw: 6.333
  power_density_nw_per_um2: 1837
critical_path:
  worstSetupEndpointType: "output pin"
  worst_ep_arrival_time_ns: 1.07
  timing.critical_path.cells: "buf_6"
  timing.setup.critical_path_class: "flop to output pin"
  cp-start-kind: "flop"
  crit_family: "flip-flops"
  required_time_of_the_critical_path_ns: 0.80
  critical_path_buf_inv_count: 1
  critical_path.max_stage_delay_ns: 0.42
  critical_path_cell_with_the_highest_stage_delay: "sky130_fd_sc_hd__dfxtp_4"
  critical_path.max_fanout: 1
cells_and_area:
  final_layout_size_suffix_gt1_share_pct: 36.80
  post-route-cell-area_um2: 14580
  instances_no_fill: 2006
  layout-area-overhead-vs-synth_pct: 89.02
  final_core_utilization_pct: 25.91
cts:
  cts.sinks: 287
  cts_buffer_depth: 3
  clk_pin_slew_worst_paths_ns: 0.06
  ctsRootBufferMaster: "sky130_fd_sc_hd__clkbuf_16"
  cts_buffers: 34
  post-cts-setup-buffer-count: 0
  cts_max_level: 2
  cts_tree: "yes"
floorplanning:
  chipHeight_um: 258
  design.core.area_um2: 56280
  die_area_um2: 66560
  row_count: 87
  die_x_um: 258
  io_pins: 576
  initial_cell_density_of_the_core_pct: 13.71
status:
  outcome: "finished with violations"
  violations: "setup timing"
placed_design:
  place_area_um2: 14630
  routabilityCongestion: 0.8575
  dp.final_hpwl_um: 28140
  port_buffers: 575
  placed_cells: 1946
flow_run:
  tool_warnings: 27
  maxCapViolCount: 0
detailed_routing:
  route.vias.total: 6350
  wl_per_cell_um: 17.02
  antenna_left: 0
  drt-initial-drc-count: 91
  drt_first_pass_iters: 4
  diodes: 0
  route.detailed.vias_per_inst: 3.166
  drc: 0
  postRouteWirelength_um: 34150
sta:
  max_slew.worst_pin.slew_ns: 0.2941
  timing.hold.ws_ns: 0.1527
  number_of_max_slew_violations_in_the_final_report: 0
  hold_violations: 0
  period_needed_ns: 1.269
  report.final.setup_viol: 287
  unrepaired_setup_endpoints_after_global_routing: "true"
  worst_slack_ns: -0.2695
  finalCritPeriodShare_pct: 126.9
  slew-limit-headroom_pct: 80.39
  max_freq_ghz: 0.7877
  setup_total_negative_slack_ns: -37.41
synthesis:
  flops_out_of_synthesis: 287
  yosys_warnings: 1
  ys_area_um2: 7715
  synth_cell_type_count: 7
  syn_area_um2: 7715
  synth_sequential_area_ratio_pct: 74.47
  synth.yosys.num_cells: 606
  post_synth.cell_area_avg_um2: 12.73
  netlist_instances: 606
grt:
  global_route.usage.total_pct: 9.854
  gr-total-overflow: 0
  via_count_of_the_first_global_routing_pass: 6981
  grt_first_pass_wirelength_um: 47900
  antenna_found_initial: 1
  grt_start_max_net_pins: 30
hold_path:
  hp-class: "input pin to flop"
## registers in the layout, summed over array words and instances, names as in the netlist, 2 cells and up
register,flops
ALU_Op_out,4
BE_Op_out,2
CP0_RD_out,32
CP0_Wdata_out,32
DataEXT_Op_out,3
ExcCode_out,5
MULDIV_Op_out,2
PC_out,30
RA1_out,5
RA2_out,5
RA3_out,5
RD1_out,32
RD2_out,32
SFT_Op_out,2
Waddr_out,5
Wdata_out,32
imm_out,32
s_out,5
## timing repair
action / in CTS / in global routing
hold buffers: 1 / 0
resized: 1050 / 30
endpoints found under the hold margin: 3 / 0
setup endpoints to repair: 287 / 287
gates cloned: 0 / 0
## cells in the final DEF, fill, tap and decap left out, types with 4 or more instances in the layout
cell,n
sky130_fd_sc_hd__buf_12,6
sky130_fd_sc_hd__buf_2,260
sky130_fd_sc_hd__buf_4,35
sky130_fd_sc_hd__buf_6,27
sky130_fd_sc_hd__clkbuf_1,10
sky130_fd_sc_hd__clkbuf_16,35
sky130_fd_sc_hd__clkbuf_8,4
sky130_fd_sc_hd__clkdlybuf4s50_1,287
sky130_fd_sc_hd__clkinv_2,5
sky130_fd_sc_hd__dfxtp_1,207
sky130_fd_sc_hd__dfxtp_2,67
sky130_fd_sc_hd__dfxtp_4,13
sky130_fd_sc_hd__nor2b_1,285
## area by class of cell
type / count / area (um2)
well taps: 756 / 945.9
repair buffers: 617 / 4886
flip-flops and latches: 287 / 5878
multi-input cells: 287 / 1795
clock buffers: 49 / 968.4
clock inverters: 10 / 108.9
fillers: 5906 / 41700
## per-layer routing
| metal | up-vias | track usage (%) | share of wire [%] |
|---|---|---|---|
| met4 | 2 | 2.189 | 2.4 |
| met1 | 2869 | 11.05 | 38 |
| met5 | - | 0 | 0.038 |
| met2 | 366 | 16.06 | 47 |
| li1 | 3067 | - | - |
| met3 | 46 | 5.642 | 13 |
## worst paths after layout
kind	slack, ns	startpoint	depth (start not counted)	endpoint
max	-0.27	Waddr_out[1]	1	Waddr_out[1]
min	0.15	flush	3	CP0_Wdata_out[25]
## Yosys cell counts
cell type	number	area, um2
sky130_fd_sc_hd__buf_4	1	7.510
sky130_fd_sc_hd__nor2b_1	285	1783
sky130_fd_sc_hd__clkbuf_1	6	22.52
sky130_fd_sc_hd__dfxtp_1	287	5746
sky130_fd_sc_hd__buf_2	22	110.1
sky130_fd_sc_hd__buf_6	3	33.78
sky130_fd_sc_hd__or2_2	2	12.51
## where the power goes
part           internal [W]  switching [W]  total, W
Combinational       0.00183       0.000705   0.00254
Sequential           0.0121       0.000210    0.0123
Clock               0.00724        0.00474    0.0120
## stage by stage
step / setup slack [ns] / total power, W
4_1_cts: -0.3349 / 0.02735
6_report: -0.2695 / 0.02679
3_5_place_dp: -0.3755 / 0.01564
2_1_floorplan: 0.04823 / 0.01282
3_3_place_gp: -0.3867 / 0.01564
5_1_grt: -0.3207 / 0.02810
## kinds of logic after synthesis
group                  Yosys count  share of synthesized area [%]
DFF                            287                          74.47
and+or+nand+nor                287                          23.27
buffers and inverters           32                          2.254
No activity file was given, so power comes from the tool's default toggle rates.
